File: design/flow/constraint.sdc
current_design brancher

set clk_period 6.6
set clk_io_pct 0.2

create_clock -name clk0 -period $clk_period

set non_clock_inputs [all_inputs -no_clocks]
set_input_delay [expr $clk_period * $clk_io_pct] -clock clk0 $non_clock_inputs
set_output_delay [expr $clk_period * $clk_io_pct] -clock clk0 [all_outputs]
File: design/flow/config.mk
export PLATFORM = sky130hd
export DESIGN_NAME = brancher
export DESIGN_NICKNAME = brancher
export VERILOG_FILES = /design/flow/design.v
export SDC_FILE = /design/flow/constraint.sdc
export NUM_CORES = 4
export LEC_CHECK = 1
export CORE_UTILIZATION = 50
File: design/flow/run.sh
#!/bin/bash
# OpenROAD 26Q1-2900-gdf79404cd8, Yosys 0.63+post, stock flow scripts
make -C /OpenROAD-flow-scripts/flow DESIGN_CONFIG=/design/flow/config.mk WORK_HOME=/design/flow/orfs finish
File: design/flow/design.v
module brancher(Op, rs, rt, Imm,
	brSignal,
	WriteDst_EX, WriteDst_MEM,
	RD1, RD2, ALUOut_C, dm_dout,
	EX_ctrl_RegWr, MEM_ctrl_RegWr
	);
	input	[15:0]	Imm;
	input	[4:0]	rs;
	input	[4:0]	rt;
	input	[5:0]	Op;
	input	[4:0]	WriteDst_EX;
	input	[4:0]	WriteDst_MEM;
	input			EX_ctrl_RegWr;
	input			MEM_ctrl_RegWr;
	input	[31:0]	RD1;
	input	[31:0]	RD2;
	input	[31:0]	ALUOut_C;
	input	[31:0]	dm_dout;
	output	brSignal;
	reg		brSignal;
	reg		Zero;
	reg  [31:0]  R1;
	reg  [31:0]  R2;
	wire		[31:0]	RD1;
	wire		[31:0]	RD2;
	initial
	begin
	end
	always @(*) begin	  
	Zero = 0;
	brSignal = 0;
	  R1 = RD1;
	  R2 = RD2;
	if (EX_ctrl_RegWr && (rs == WriteDst_EX))
		R1 = ALUOut_C;
	if (EX_ctrl_RegWr && (rt == WriteDst_EX))
		R2 = ALUOut_C;
	if (MEM_ctrl_RegWr && (rs == WriteDst_MEM))
		R1 = dm_dout;
	if (MEM_ctrl_RegWr && (rt == WriteDst_MEM))
		R2 = dm_dout;
	if (R1 == R2)
		Zero = 1;
	if ( Op == 6'b000100 && Zero)
		brSignal = 1;
	if ( Op == 6'b000101 && !Zero)
		brSignal = 1;
	end
endmodule
==> flow_summary_export.csv <==
group,metric,value,unit
final_timing,period_needed,6.022,ns
final_timing,setup_violations,0,
final_timing,hold_viol_final,0,
power_and_ir_drop,report.power.total,259.6,µW
grt,grt_antenna_before_repair,0,
yosys,netlist-cell-type-count,30,
grt,grt_max_degree,62,
final_timing,max_slew_margin,0.4230,
placement,detailedPlacementHpwl,6.577,mm
flow_run,warning_count,49,
final_timing,setup_ws,0.5775,ns
flow_run,timing.max_cap.violations,0,
detailed_routing,final_routed_wire_length_divided_by_cell_count,15.89,µm
detailed_routing,n_antenna_cell,0,
worst_hold_path,worst_hold_path_type,"input pin to output port",
detailed_routing,route.antenna.remaining_nets,0,
yosys,yosys.stat.seqShare,0,
yosys,post_synth_instance_area,2445,µm²
yosys,netlist_instances,406,
final_timing,fin_tns_setup,0,ns
final_layout,flop_area,0,µm²
detailed_routing,top_signal_layer_used,"met4",
final_layout,areaGrowthSynthToFinish,64.23,%
final_layout,clock_buffer_count,0,
die,die_w,71.93,µm
final_timing,timing.final.crit_share,0.9125,
die,chipHeight,71.93,µm
clock_network,cts-resized-gates,0,
detailed_routing,drt_first_pass_iters,5,
detailed_routing,vias,3735,
yosys,yosys-stat-area,2445,µm²
worst_setup_path,crit_path_max_fanout,21,
worst_setup_path,timing.critical_path.arrival,4.70,ns
placement,place_congestion,0.8937,
final_timing,rsz0062_at_grt,"no",
worst_setup_path,worst-endpoint-required,5.28,ns
grt,grt_pass1_vias,3145,
yosys,yosysCellCount,406,
yosys,synth_top_area_share,0.1576,
placement,dpl_ws,0.6508,ns
final_layout,design_area,4015,µm²
final_layout,flops,0,
final_layout,post_layout_nonfiller_instances,599,
detailed_routing,drt-met1-wl,3.867,mm
yosys,synth_warnings,1,
placement,placement.io_buffers,157,
detailed_routing,met3_length,1.126,mm
grt,wire_length_of_the_first_global_routing_pass,14.84,mm
worst_setup_path,worst_setup_path_end_kind,"output port",
yosys,synth.top_cells.by_area,"xnor2_1 16%, a31oi_1 14%, or3_1 14%, nor3_1 11%, o21ai_0 8.0%",
grt,overflow,0,
final_timing,drv_slew,0,
detailed_routing,detailroute.wirelength.met2,4.358,mm
die,initial_core_util,0.5176,
die,fp.coreArea,4723,µm²
clock_network,hold_bufs_at_cts,0,
final_timing,max_freq,166.0,MHz
yosys,synthesis.area_per_instance,6.022,µm²
final_layout,utilization,0.8501,
placement,dp_cells,599,
worst_setup_path,setup.worst_path.start_class,"input pin",
final_layout,layout-drive-gt1-share,0.05263,
yosys,cell_type_with_the_largest_total_area_after_synthesis,"xnor2_1",
power_and_ir_drop,power_density,64.65,nW/µm²
clock_network,count_of_buffers_added_by_post_cts_timing_repair_for_setup,0,
detailed_routing,detailedRoute.firstIterationViolations,521,
detailed_routing,detail_route.wirelength,9.520,mm
die,die_area,5173,µm²
worst_setup_path,startpoint_to_endpoint_class_of_the_critical_path,"input pin to output port",
final_timing,timing_worst_slew_pin_value,0.8655,ns
die,io-pin-count,173,
power_and_ir_drop,power.static_leakage,1.182,nW
grt,globalRouteTotalUtil,0.3503,
detailed_routing,drc,0,
run_status,outcome,"complete, no violations",
power_and_ir_drop,largest_voltage_drop_on_the_vdd_net,0.00006712,V
die,floorplan.rows,25,
detailed_routing,via_per_inst,6.235,
placement,dpl_cell_area,4015,µm²
final_timing,hold-worst-slack,3.528,ns
==> power by group <==
part / switching, mW / total [mW] / internal (mW)
sequential: 0 / 0 / 0
combinational: 0.119 / 0.260 / 0.140
clock: 0 / 0 / 0
total: 0.119 / 0.260 / 0.140
==> cells in the final DEF (no fill, tap or decap) <==
cell type	n
or3_2	1
or2_1	2
xor2_1	6
nand4_1	6
or3_1	55
xnor2_1	44
o21ai_1	17
o22ai_1	4
inv_1	1
buf_4	16
nor3_1	56
nor4_2	1
clkdlybuf4s50_1	157
a31oi_1	56
o21ai_0	39
nand2b_1	2
mux2i_1	4
nand2_1	33
nor4_4	1
a21oi_1	5
o21a_1	4
nor2_1	7
xor2_2	2
nor4_1	1
nand4_2	6
nand2_4	1
o32ai_1	4
a31o_1	1
==> critical path: stages <==
cell,delay [ns]
clkdlybuf4s50_1,0.57
xor2_2,0.17
nand2b_1,0.70
buf_4,0.30
o21ai_0,0.12
a31oi_1,0.24
xnor2_1,0.18
nand4_2,0.12
nor2_1,0.24
nand4_1,0.12
a21oi_1,0.15
clkdlybuf4s50_1,0.47
==> logic make-up (layout without fill, tap and decap cells) <==
family                 count (synthesis)  count (layout)  share of synthesized area
AND/OR/NAND/NOR                      172             172                     0.3971
multiplexers                           4               4                    0.01638
AND-OR/OR-AND                        130             130                     0.3086
XOR/XNOR                              52              52                     0.1863
buffers and inverters                 48             174                    0.09160
==> cell usage after synthesis (all sizes together) (5+ instances only) <==
cell,n
nor2,7
or3,56
buf,13
nand2,34
a21oi,5
xnor2,44
o21ai,56
a31oi,56
clkbuf,34
nand4,12
nor3,56
xor2,8
==> area by class of cell <==
class | instances | area [µm²]
Tap cell | 67 | 83.83
Multi-Input combinational cell | 358 | 2236
Timing Repair Buffer | 173 | 1692
Fill cell | 286 | 708.2
Inverter | 1 | 3.754
==> path summary, 6_finish.rpt <==
path                            from       end  cells past startpoint
worst max-delay path  WriteDst_EX[0]  brSignal                     12
worst min-delay path           Op[2]  brSignal                      4
==> metal layers <==
metal  global-route usage  vias up
li1                     -     1780
met1               0.5167     1642
met2               0.5681      289
met3              0.04225       24
met4              0.04793        0
met5                    0        -
Power figures rest on the tool's default switching activity, not on a simulated workload.
