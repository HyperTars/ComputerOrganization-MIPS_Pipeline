==> design.v <==
module ctrl(clk, rst, instr, step,
		EXTOp, jmpSignal, jmpRSignal,
		control_EX_MemRead, ASel, BSel, ALUOp, WriteDstSel, EX_ctrl_regWr,
		MEM_ctrl_regWr, be, DMWr,
		WB_ctrl_regWr, WriteContentSel, WriteDstRegSel
	);
	input 			clk, rst;
	input	[1:0]	step;
	input	[31:0]	instr;
	output	[1:0]	EXTOp;
	output			jmpSignal;
	output			jmpRSignal;
	output			EX_ctrl_regWr;
	output			control_EX_MemRead;
	output	[1:0]	ASel;			 
	output			BSel;			 
	output	[4:0]	ALUOp;
	output			WriteDstSel;	 
	output			MEM_ctrl_regWr;
	output	[1:0]	be;				 
	output			DMWr;
	output			WB_ctrl_regWr;	
	output	[1:0]	WriteContentSel;	 
	output			WriteDstRegSel;
	wire	RType;    
	wire	IType;    
	wire	BrType;   
	wire	JType;    
	wire	LdType;   
	wire	StType;   
	wire	MemType;  
	wire	[5:0]	Op;
	wire	[5:0]	Funct;
	wire	[4:0]	rs;
	wire	[4:0]	rt;
	wire	[4:0]	rd;
	wire	[15:0]	Imm16;
	wire	[25:0]	IMM;
	wire	[31:0]	shamt;
	assign	Op = instr[31:26];
	assign	Funct = instr[5:0];
	assign	rs = instr[25:21];
	assign	rt = instr[20:16];
	assign	rd = instr[15:11];
	assign	Imm16 = instr[15:0];			 
	assign	IMM = instr[25:0];				 
	assign	shamt = {32'b0, instr[10:6]};	 
	assign RType   = (Op == 6'b000000);
	assign IType   = (Op == 6'b001000 || Op == 6'b001001 || Op == 6'b001100 || Op == 6'b001101 || Op == 6'b001110 || Op == 6'b001111 || Op == 6'b001010 || Op == 6'b001011);
	assign BrType  = (Op == 6'b000100 || Op == 6'b000101 || Op == 6'b000001 || Op == 6'b000111 || Op == 6'b000110 || Op == 6'b000001);
	assign JType   = (Op == 6'b000010 || Op == 6'b000011);
	assign LdType  = (Op == 6'b100011 || Op == 6'b100000 || Op == 6'b100001 || Op == 6'b100100 || Op == 6'b100101);
	assign StType  = (Op == 6'b101011 || Op == 6'b101000 || Op == 6'b101001);
	assign MemType = LdType || StType;
	reg	[1:0]	EXTOp;
	reg  jmpSignal;
	reg  jmpRSignal;
	reg			EX_ctrl_regWr;
	reg			control_EX_MemRead;
	reg	[1:0]	ASel;
	reg			BSel;
	reg	[4:0]	ALUOp;
	reg			WriteDstSel;
	reg			MEM_ctrl_regWr;
	reg	[1:0]	be;
	reg			DMWr;
	reg			WB_ctrl_regWr;
	reg	[1:0]	WriteContentSel;
	reg			WriteDstRegSel;
	initial
	begin
		jmpSignal = 0;
		jmpRSignal = 0;
		EXTOp = 2'b01;
		EX_ctrl_regWr = 0;
		control_EX_MemRead = 0;
		ASel = 2'b00;
		BSel = 1'b0;
		ALUOp = 0;
		WriteDstSel = 0;
		MEM_ctrl_regWr = 1'b0;
		be = 2'b10;
		DMWr = 1'b0;
		WB_ctrl_regWr = 1'b0;
		WriteContentSel = 2'b00;
		WriteDstRegSel = 1'b0;
	end
 	always @(*) begin
	jmpSignal = 0;
	jmpRSignal = 0;
	EXTOp = 2'b01;
	if (IType)
		EXTOp = 2'b11;
	if (RType && (Funct == 6'b001000 || Funct == 6'b001001))
	begin
		EXTOp = 2'b01;
		jmpRSignal = 1;
		end
	if (BrType)
		EXTOp = 2'b01;
	if (JType)
	begin
		EXTOp = 2'b01;
		jmpSignal = 1;
	end
	if (StType)
		EXTOp = 2'b01;
	EX_ctrl_regWr = 0;
	control_EX_MemRead = 0;
	ASel = 2'b00;
	BSel = 1'b0;
	ALUOp = 0;
	WriteDstSel = 0;
	if (RType || IType || LdType)
		EX_ctrl_regWr = 1'b1;
	if (LdType || StType)
	begin
		ASel = 2'b00;
		BSel = 1'b1;
		control_EX_MemRead = 1;
		ALUOp = 5'b00010;
		WriteDstSel = 1'b0;
	end
	if (RType)
	begin
		ASel = 2'b00;
		BSel = 1'b0;
		WriteDstSel = 1'b1;
		case (Funct)
			6'b100000: ALUOp = 5'b00010;
            6'b100001: ALUOp = 5'b00001;
            6'b100010: ALUOp = 5'b00100;
            6'b100011: ALUOp = 5'b00011;
			6'b100100: ALUOp = 5'b00101;
            6'b100111: ALUOp = 5'b00111;
            6'b100101: ALUOp = 5'b00110;
            6'b100110: ALUOp = 5'b01000;
            6'b101010: ALUOp = 5'b01001;
            6'b101011: ALUOp = 5'b01010;
			6'b000000:
			begin
				ALUOp = 5'b10001;
				ASel = 2'b10;
			end
			6'b000010: 
            begin
                ALUOp = 5'b10010;
                ASel = 2'b10;
            end  
            6'b000011:
            begin
				ALUOp = 5'b10011;
				ASel = 2'b10;
            end
            6'b000100:
            begin
                ALUOp = 5'b10001;
                ASel = 2'b10;
                BSel = 1'b0;
            end
			6'b000110:
            begin
                ALUOp = 5'b10010;
                ASel = 2'b10;
			end
            6'b000111:
            begin
                ALUOp = 5'b10011;
                ASel = 2'b10;
            end
		   default:;
	   endcase
	end
	if (IType)
	begin
		ASel = 2'b00;
		BSel = 1'b1;
		WriteDstSel = 1'b0;
		if (Op == 6'b001000)
			ALUOp = 5'b00010;
		if (Op == 6'b001001)
			ALUOp = 5'b00010;
		if (Op == 6'b001100)
			ALUOp = 5'b00101;
		if (Op == 6'b001101)
			ALUOp = 5'b00110;
		if (Op == 6'b001110)
			ALUOp = 5'b01000;
		if (Op == 6'b001111)
		begin
			ASel = 2'b01;
			ALUOp = 5'b10001;
		end
		if (Op == 6'b001010)
			ALUOp = 5'b01001;
		if (Op == 6'b001011)
			ALUOp = 5'b01001;
	end
	MEM_ctrl_regWr = 1'b0;
	be = 2'b10;
	DMWr = 1'b0;
	if (RType || IType || LdType)
		MEM_ctrl_regWr = 1'b1;
	if (MemType)
	begin
		if (Op == 6'b100011 || Op == 6'b101011)
			be = 2'b10;
		if (Op == 6'b100001 || Op == 6'b101001)
			be = 2'b01;
		if (Op == 6'b100000 || Op == 6'b101000)
			be = 2'b00;
	end
	if (StType)
		DMWr = 1'b1;
	else
		DMWr = 1'b0;
	WB_ctrl_regWr = 1'b0;
	WriteContentSel = 2'b00;
	WriteDstRegSel = 1'b0;
	if (RType || IType || LdType || (Op == 6'b000011))
		WB_ctrl_regWr = 1'b1;
	if (LdType)
		WriteContentSel = 2'b01;
	if (Op == 6'b000011)
	begin
		WriteContentSel = 2'b10;
		WriteDstRegSel = 1'b1;
	end
	end
endmodule
==> run.sh <==
#!/bin/bash
# OpenROAD 26Q1-2900-gdf79404cd8, Yosys 0.63+post, stock flow scripts
make -C /OpenROAD-flow-scripts/flow DESIGN_CONFIG=/design/flow/config.mk WORK_HOME=/design/flow/orfs finish
==> config.mk <==
export PLATFORM = sky130hd
export DESIGN_NAME = ctrl
export DESIGN_NICKNAME = ctrl
export VERILOG_FILES = /design/flow/design.v
export SDC_FILE = /design/flow/constraint.sdc
export NUM_CORES = 4
export LEC_CHECK = 1
export CORE_AREA = 10 10 70 70
export DIE_AREA = 0 0 80 80
==> constraint.sdc <==
current_design ctrl

set clk_period 2.7
set clk_io_pct 0.2

create_clock -name clk0 -period $clk_period

set non_clock_inputs [all_inputs -no_clocks]
set_input_delay [expr $clk_period * $clk_io_pct] -clock clk0 $non_clock_inputs
set_output_delay [expr $clk_period * $clk_io_pct] -clock clk0 [all_outputs]
==> reports/results.tsv <==
stage	metric	value	unit
global_routing	antenna_found_initial	0	
setup_path	slowest_stage	clkdlybuf4s50_1	
worst_hold_path	hold_class	input pin to output port	
synthesis	ys_seq_share	0	%
setup_path	crit_fanout	5	
power	ir_worst_vdd	18.08	uV
drt	drt-total-wl	2081	um
finish	drive_gt1_share	30.23	%
placement	pre_cts_ws	-0.1890	ns
finish	seq_area	0	um^2
floorplanning	core	0.003416	mm^2
global_routing	track_usage	5.749	%
placement	routabilityCongestion	0.8298	
floorplanning	num_rows	21	
clock_tree	holdBufCountCts	0	
floorplanning	die_x	80	um
floorplanning	fp_util	14.84	%
setup_path	cp-end-kind	output port	
synthesis	yosysTopAreaCell	a21oi_1	
drt	wl_per_cell	11.89	um
timing	fin_ws	0.08226	ns
synthesis	ys_warn_count	1	
timing	rsz0062_at_grt	no	
placement	post_dp_cell_area	0.001035	mm^2
synthesis	synth_top_cell_by_count	a21oi_1	
setup_path	cp_top_family	buffers and inverters	
floorplanning	die.size.y	80	um
drt	top_layer_used	met3	
run	maxCapViolations	0	
timing	hold_viol_final	0	
power	powerDensity	114.1	mW/mm^2
timing	fmax	382.0	MHz
setup_path	slowest_delay	0.51	ns
floorplanning	die_area	0.006400	mm^2
status	outcome	complete, no violations	
floorplanning	ios	59	
finish	post-route-util	31.90	%
finish	final_area	0.001090	mm^2
drt	drtPass1Iterations	4	
setup_path	crit_arrival	2.08	ns
clock_tree	post_cts_buffers	0	
power	clkPwrFrac	0	%
synthesis	ys_chip_area	506.7	um^2
timing	tns	0	ns
placement	dp_hpwl	1733	um
drt	drt_iter0_drc	36	
synthesis	synth_area	506.7	um^2
power	p_int	69.52	uW
synthesis	synth.top_cells.by_count	a21oi_1 (9), nand2b_1 (7), nor2_1 (7)	
synthesis	synth_cell_types	37	
drt	wl_met2	1018	um
power	netSwitchingFraction	44.07	%
global_routing	grt_max_degree	13	
drt	viasPerCell	4.223	
timing	finalSetupViolCount	0	
finish	syn2layout_area_growth	115.1	%
setup_path	critPathLaunchType	input pin	
setup_path	crit_required	2.16	ns
drt	antenna_cells	0	
finish	clkbuf_count	0	
global_routing	overflow	0	
finish	ff_count	0	
setup_path	crit_chain	dlygate4sd2_1 -> and2b_1 -> xnor2_1 -> or3_1 -> o32ai_2 -> clkdlybuf4s50_1	
timing	finalMaxSlewViolations	0	
setup_path	cp_num_buf_inv	2	
power	p_switching	54.79	uW
timing	fin_crit_sh	96.95	%
global_routing	grt_pass1_wl	3160	um
finish	fillers	360	
drt	wl_met1	861	um
drt	drc	0	
drt	detail-route-antenna-nets	0	
timing	period_needed	2.618	ns
setup_path	setup.worst_path.class	input pin to output port	
drt	vias	739	
global_routing	grt_pass1_vias	661	
placement	numPortBuffers	34	
power	pwr-share-seq	0	%
power	leakage	0.4943	nW
synthesis	ys_cells	77	
synthesis	syn-instance-count	77	
power	pwr-share-comb	100.0	%
synthesis	yosysTopAreaCellShare	8.889	%
power	finalPower	124.3	uW
synthesis	synthTopCellsByArea	a21oi_1 (8.9%), nand2b_1 (8.6%), a2111oi_4 (5.4%)	
run	warnings	56	
drt	wl_met3	201	um
synthesis	synth.avg_cell_area	6.581	um^2
==> cells in the final DEF, fill, tap and decap left out, drive strengths merged, types with 2 or more instances in the layout <==
master         instances
a211oi                 2
a21oi                  9
and3                   3
buf                   24
clkdlybuf4s50         22
dlygate4sd2           10
dlymetal6s2s           2
inv                    7
nand2                  2
nand2b                 7
nand3                  2
nor2                   9
o21ai                  4
o22ai                  3
or3                    4
xnor2                  2
==> stage by stage <==
step,hold WS [ns],instances
after detailed placement,2.111,174
after global routing,1.679,175
final,1.641,175
after floorplan,1.093,77
after CTS,1.839,174
after global placement,2.103,174
==> cell families after synthesis <==
group | count (synthesis) | synth area share [%]
simple gates | 35 | 43.95
compound gates | 25 | 36.30
buf+inv | 13 | 13.58
xor+xnor | 2 | 3.457
mux | 1 | 1.975
other cells | 1 | 0.7400
==> layout make-up <==
| type | instances | area [um^2] | share of cell area (%) |
|---|---|---|---|
| Timing Repair Buffer | 58 | 518.0 | 47.53 |
| Multi-Input combinational cell | 64 | 488.0 | 44.78 |
| Tap cell | 46 | 57.56 | 5.281 |
| Inverter | 7 | 26.28 | 2.411 |
==> power by group through the flow <==
| stage | Sequential (mW) | Clock [mW] | Combinational, mW |
|---|---|---|---|
| final | 0 | 0 | 0.124 |
| after global routing | 0 | 0 | 0.136 |
| after CTS | 0 | 0 | 0.122 |
==> metal layers <==
layer | vias up | GRT usage (%)
li1 | 385 | -
met1 | 333 | 7.053
met2 | 21 | 10.35
met3 | 0 | 1.477
met4 | 0 | 0
met5 | - | 0
==> worst paths after layout <==
| path | to | start | slack, ns | depth (start not counted) |
|---|---|---|---|---|
| worst min-delay path | WB_ctrl_regWr | instr[30] | 1.64 | 4 |
| worst max-delay path | ALUOp[2] | instr[0] | 0.08 | 6 |
==> repair_timing <==
item | in CTS | in global routing
pin swaps | 3 | 1
endpoints found under the setup margin | 15 | 4
resized | 17 | 6
gates cloned | 0 | 1
Power is estimated from default activity; no workload was simulated.
